### design.v
`timescale 1ns / 1ps
module fsm_turns(
    input clk,
    input reset,
    input p1,
    input p2,
    input move_check,
    input no_space,
    input winner,
    output reg p1_en,
    output reg p2_en
    );
    localparam IDLE = 2'b00, 
               Player1 = 2'b01,
               Player2 = 2'b10,
               GAME_OVER = 2'b11;
    reg [1:0]current_state, next_state; 
    always @(posedge clk, posedge reset) begin
        if (reset)
            current_state <= IDLE; 
        else
            current_state <= next_state; 
    end
    always @(*) begin 
        case(current_state)
        IDLE: begin
            if (reset == 1'b0 && p1) 
                next_state <= Player1;
            else 
                next_state <= IDLE;
            p1_en <= 1'b0;
            p2_en <= 1'b0; 
        end 
        Player1: begin 
            p1_en <= 1'b1;
            p2_en <= 1'b0; 
            if (move_check == 1'b0) begin 
                next_state <= Player2; 
            end
            else begin 
                next_state <= IDLE; 
            end
        end
        Player2: begin 
            p1_en <= 1'b0; 
            if (p2 == 1'b0) begin 
                next_state <= Player2; 
                p2_en <= 1'b0; 
            end
            else if (move_check) begin
                next_state <= Player2; 
            end
            else if (winner == 1'b0 && no_space == 1'b0) begin
                next_state <= IDLE;
                p2_en <= 1'b1;
            end
            else if (no_space || winner) begin
                next_state <= GAME_OVER;
                p2_en <= 1'b0; 
            end     
        end
        GAME_OVER: begin
            p1_en <= 1'b0;
            p2_en <= 1'b0;
            if (reset) 
                next_state <= IDLE; 
            else
                next_state <= GAME_OVER; 
        end
        default: next_state <= IDLE;
        endcase   
    end
endmodule
`timescale 1ns / 1ps
module illegal_move_detect(
    input [1:0] pos1,
    input [1:0] pos2,
    input [1:0] pos3,
    input [1:0] pos4,
    input [1:0] pos5,
    input [1:0] pos6,
    input [1:0] pos7,
    input [1:0] pos8,
    input [1:0] pos9,
    input [8:0] PL1_en,
    input [8:0] PL2_en,
    output wire illegal_move
    );
    wire temp1, temp2, temp3, temp4, temp5, temp6, temp7, temp8, temp9; 
    wire temp10, temp11, temp12, temp13, temp14, temp15, temp16, temp17, temp18; 
    wire temp19, temp20;
    assign temp1 = (pos1[1] | pos1[0]) & PL1_en[0]; 
    assign temp2 = (pos2[1] | pos2[0]) & PL1_en[1]; 
    assign temp3 = (pos3[1] | pos3[0]) & PL1_en[2]; 
    assign temp4 = (pos4[1] | pos4[0]) & PL1_en[3]; 
    assign temp5 = (pos5[1] | pos5[0]) & PL1_en[4]; 
    assign temp6 = (pos6[1] | pos6[0]) & PL1_en[5]; 
    assign temp7 = (pos7[1] | pos7[0]) & PL1_en[6]; 
    assign temp8 = (pos8[1] | pos8[0]) & PL1_en[7]; 
    assign temp9 = (pos9[1] | pos9[0]) & PL1_en[8]; 
    assign temp10 = (pos1[1] | pos1[0]) & PL2_en[0]; 
    assign temp11 = (pos2[1] | pos2[0]) & PL2_en[1]; 
    assign temp12 = (pos3[1] | pos3[0]) & PL2_en[2]; 
    assign temp13 = (pos4[1] | pos4[0]) & PL2_en[3]; 
    assign temp14 = (pos5[1] | pos5[0]) & PL2_en[4]; 
    assign temp15 = (pos6[1] | pos6[0]) & PL2_en[5]; 
    assign temp16 = (pos7[1] | pos7[0]) & PL2_en[6]; 
    assign temp17 = (pos8[1] | pos8[0]) & PL2_en[7]; 
    assign temp18 = (pos9[1] | pos9[0]) & PL2_en[8]; 
    assign temp19 = (temp1 | temp2 | temp3 | temp4 | temp5 | temp6 | temp7 | temp8 | temp9);
    assign temp20 = (temp10 | temp11 | temp12 | temp13 | temp14 | temp15 | temp16 | temp17 | temp18);
    assign illegal_move = temp19 | temp20; 
endmodule
`timescale 1ns / 1ps
module noSpace_detect(
    input [1:0] pos1,
    input [1:0] pos2,
    input [1:0] pos3,
    input [1:0] pos4,
    input [1:0] pos5,
    input [1:0] pos6,
    input [1:0] pos7,
    input [1:0] pos8,
    input [1:0] pos9,
    output wire no_space
    );
    wire temp1, temp2, temp3, temp4, temp5, temp6, temp7, temp8,temp9;
    assign temp1 = pos1[1] | pos1[0];
    assign temp2 = pos2[1] | pos2[0];
    assign temp3 = pos3[1] | pos3[0];
    assign temp4 = pos4[1] | pos4[0];
    assign temp5 = pos5[1] | pos5[0];
    assign temp6 = pos6[1] | pos6[0];
    assign temp7 = pos7[1] | pos7[0];
    assign temp8 = pos8[1] | pos8[0];
    assign temp9 = pos9[1] | pos9[0];
    assign no_space = (temp1 & temp2 & temp3 & temp4 & temp5 & temp6 & temp7 & temp8 & temp9); 
endmodule
`timescale 1ns / 1ps
module position_dec(
    input [3:0] in,
    input enable,
    output wire [8:0] out_en
    );
    reg[8:0] temp1; 
    assign out_en = (enable) ? temp1:16'd0;
    always @(*) begin
        case(in) 
            4'd0: temp1 <= 9'b000000001; 
            4'd1: temp1 <= 9'b000000010;
            4'd2: temp1 <= 9'b000000100; 
            4'd3: temp1 <= 9'b000001000;
            4'd4: temp1 <= 9'b000010000; 
            4'd5: temp1 <= 9'b000100000;
            4'd6: temp1 <= 9'b001000000; 
            4'd7: temp1 <= 9'b010000000;
            4'd8: temp1 <= 9'b100000000; 
            default: temp1 <= 9'b000000001; 
        endcase
    end
endmodule
`timescale 1ns / 1ps
module position_tracker(
    input clk,
    input reset,
    input move_check, 
    input [8:0] p1_en,
    input [8:0] p2_en,
    output reg[1:0] pos0,  
    output reg[1:0] pos1,
    output reg[1:0] pos2,
    output reg[1:0] pos3,
    output reg[1:0] pos4,
    output reg[1:0] pos5,
    output reg[1:0] pos6,
    output reg[1:0] pos7,
    output reg[1:0] pos8,
    output reg[1:0] place0,  
    output reg[1:0] place1,
    output reg[1:0] place2,
    output reg[1:0] place3,
    output reg[1:0] place4,
    output reg[1:0] place5,
    output reg[1:0] place6,
    output reg[1:0] place7,
    output reg[1:0] place8
    );
    always @ (posedge clk, posedge reset) begin 
        if (reset) begin
            pos0 <= 2'b11;
            pos1 <= 2'b11;
            pos2 <= 2'b11;
            pos3 <= 2'b11;
            pos4 <= 2'b11;
            pos5 <= 2'b11;
            pos6 <= 2'b11;
            pos7 <= 2'b11;
            pos8 <= 2'b11;
            place0 <= 2'b00;
            place1 <= 2'b00;
            place2 <= 2'b00;
            place3 <= 2'b00;
            place4 <= 2'b00;
            place5 <= 2'b00;
            place6 <= 2'b00;
            place7 <= 2'b00;
            place8 <= 2'b00;
        end
        else if (move_check) begin 
            pos0 <= pos0;
            pos1 <= pos1;
            pos2 <= pos2;
            pos3 <= pos3;
            pos4 <= pos4;
            pos5 <= pos5;
            pos6 <= pos6;
            pos7 <= pos7;
            pos8 <= pos8;
            place0 <= place0;
            place1 <= place1;
            place2 <= place2;
            place3 <= place3;
            place4 <= place4;
            place5 <= place5;
            place6 <= place6;
            place7 <= place7;
            place8 <= place8;          
        end
        else if (p1_en[0] == 1'b1) begin 
            pos0 <= 2'b01;  
            place0 <= 2'b01; 
        end
        else if (p2_en[0] == 1'b1) begin 
            pos0 <= 2'b10;  
            place0 <= 2'b10; 
        end
        else if (p1_en[1] == 1'b1) begin 
            pos1 <= 2'b01;
            place1 <= 2'b01; 
        end
        else if (p2_en[1] == 1'b1) begin 
            pos1 <= 2'b10;
            place1 <= 2'b10; 
        end
        else if (p1_en[2] == 1'b1) begin 
            pos2 <= 2'b01;
            place2 <= 2'b01; 
        end
        else if (p2_en[2] == 1'b1) begin 
            pos2 <= 2'b10;
            place2 <= 2'b10; 
        end
        else if (p1_en[3] == 1'b1) begin 
            pos3 <= 2'b01;
            place3 <= 2'b01; 
        end
        else if (p2_en[3] == 1'b1) begin 
            pos3 <= 2'b10;
            place3 <= 2'b10; 
        end
        else if (p1_en[4] == 1'b1) begin 
            pos4 <= 2'b01;
            place4 <= 2'b01; 
        end
        else if (p2_en[4] == 1'b1) begin 
            pos4 <= 2'b10;
            place4 <= 2'b10; 
        end
        else if (p1_en[5] == 1'b1) begin 
            pos5 <= 2'b01;
            place5 <= 2'b01; 
        end
        else if (p2_en[5] == 1'b1) begin 
            pos5 <= 2'b10;
            place5 <= 2'b10; 
        end
         else if (p1_en[6] == 1'b1) begin 
            pos6 <= 2'b01;
            place6 <= 2'b01; 
        end
        else if (p2_en[6] == 1'b1) begin 
            pos6 <= 2'b10;
            place6 <= 2'b10; 
        end
        else if (p1_en[7] == 1'b1) begin 
            pos7 <= 2'b01;
            place7 <= 2'b01; 
        end
        else if (p2_en[7] == 1'b1) begin 
            pos7 <= 2'b10;
            place7 <= 2'b10; 
        end
        else if (p1_en[8] == 1'b1) begin 
            pos8 <= 2'b01;
            place8 <= 2'b01; 
        end
        else if (p2_en[8] == 1'b1) begin 
            pos8 <= 2'b10;
            place8 <= 2'b10; 
        end
        else begin 
            pos0 <= pos0;
            pos1 <= pos1;
            pos2 <= pos2;
            pos3 <= pos3;
            pos4 <= pos4;
            pos5 <= pos5;
            pos6 <= pos6;
            pos7 <= pos7;
            pos8 <= pos8;
            place0 <= place0;
            place1 <= place1;
            place2 <= place2;
            place3 <= place3;
            place4 <= place4;
            place5 <= place5;
            place6 <= place6;
            place7 <= place7;
            place8 <= place8; 
        end 
 end
endmodule
`timescale 1ns / 1ps
module tic_tac_toe(
    input clk,
    input reset,
    input p1,  
    input p2,  
    input [3:0] p1_pos,
    input [3:0] p2_pos,
    output [1:0] pos0,
    output [1:0] pos1,
    output [1:0] pos2,
    output [1:0] pos3,
    output [1:0] pos4,
    output [1:0] pos5,
    output [1:0] pos6,
    output [1:0] pos7,
    output [1:0] pos8,
    output illegal_move,
    output [1:0] winner
    );
    wire [8:0] p1_en;  
    wire [8:0] p2_en;  
    wire move_check;  
    wire win;   
    wire space;  
    wire p1_play; 
    wire p2_play; 
    wire [1:0] connect0, connect1, connect2, connect3, connect4, connect5, connect6, connect7, connect8;
    position_tracker pos_track(.clk(clk), .reset(reset), .move_check(move_check), .p1_en(p1_en), .p2_en(p2_en),
                               .pos0(pos0), .pos1(pos1), .pos2(pos2), .pos3(pos3), .pos4(pos4), .pos5(pos5), .pos6(pos6),
                               .pos7(pos7), .pos8(pos8), .place0(connect0), .place1(connect1), .place2(connect2),
                               .place3(connect3), .place4(connect4), .place5(connect5), .place6(connect6),
                               .place7(connect7), .place8(connect8));
   winner_detector whoWins(.pos1(connect0), .pos2(connect1), .pos3(connect2), .pos4(connect3), 
                           .pos5(connect4), .pos6(connect5), .pos7(connect6), .pos8(connect7), 
                            .pos9(connect8), .win(win), .who(winner));
   position_dec P1_pos_dec(.in(p1_pos), .enable(p1_play), .out_en(p1_en));
   position_dec P2_pos_dec(.in(p2_pos), .enable(p2_play), .out_en(p2_en));
   illegal_move_detect check_move(.pos1(connect0), .pos2(connect1), .pos3(connect2), .pos4(connect3), .pos5(connect4), 
                                  .pos6(connect5), .pos7(connect6), .pos8(connect7), .pos9(connect8), .PL1_en(p1_en), 
                                   .PL2_en(p2_en), .illegal_move(move_check) );
   noSpace_detect noSpace(.pos1(connect0), .pos2(connect1), .pos3(connect2), .pos4(connect3), .pos5(connect4), .pos6(connect5), .pos7(connect6),
                          .pos8(connect7), .pos9(connect8), .no_space(space) );
   fsm_turns turn_tracker(.clk(clk), .reset(reset), .p1(p1), .p2(p2), .move_check(move_check), .no_space(space), .winner(win), 
                          .p1_en(p1_play), .p2_en(p2_play) );
   assign illegal_move = move_check; 
endmodule
`timescale 1ns / 1ps
module winner_detect(
    input [1:0] pos0,
    input [1:0] pos1,
    input [1:0] pos2,
    output wire winner,
    output wire [1:0] who
    );
    wire [1:0] temp0, temp1, temp2;
    wire temp3;
    assign temp0[1] = !(pos0[1] ^ pos1[1]);
    assign temp0[0] = !(pos0[0] ^ pos1[0]);
    assign temp1[1] = !(pos2[1] ^ pos1[1]); 
    assign temp1[0] = !(pos2[0] ^ pos1[0]);
    assign temp2[1] = temp0[1] & temp1[1];
    assign temp2[0] = temp0[0] & temp1[0]; 
    assign temp3 = pos0[1] | pos0[0]; 
    assign winner = temp3 & temp2[1] & temp2[0]; 
    assign who[1] = winner & pos0[1];
    assign who[0] = winner & pos0[0]; 
endmodule
`timescale 1ns / 1ps
module winner_detector(
    input [1:0] pos1,
    input [1:0] pos2,
    input [1:0] pos3,
    input [1:0] pos4,
    input [1:0] pos5,
    input [1:0] pos6,
    input [1:0] pos7,
    input [1:0] pos8,
    input [1:0] pos9,
    output wire win,
    output wire [1:0] who
    );
    wire win1, win2, win3, win4, win5, win6, win7, win8;
    wire [1:0] who1, who2, who3, who4, who5, who6, who7, who8;
    winner_detect row1(.pos0(pos1), .pos1(pos2), .pos2(pos3), .winner(win1), .who(who1)); 
    winner_detect row2(.pos0(pos4), .pos1(pos5), .pos2(pos6), .winner(win2), .who(who2)); 
    winner_detect row3(.pos0(pos7), .pos1(pos8), .pos2(pos9), .winner(win3), .who(who3)); 
    winner_detect col1(.pos0(pos1), .pos1(pos4), .pos2(pos7), .winner(win4), .who(who4)); 
    winner_detect col2(.pos0(pos2), .pos1(pos5), .pos2(pos8), .winner(win5), .who(who5)); 
    winner_detect col3(.pos0(pos3), .pos1(pos6), .pos2(pos9), .winner(win6), .who(who6)); 
    winner_detect Diagonal1(.pos0(pos1), .pos1(pos5), .pos2(pos9), .winner(win7), .who(who7)); 
    winner_detect Diagonal2(.pos0(pos3), .pos1(pos5), .pos2(pos7), .winner(win8), .who(who8)); 
    assign win = win1 | win2 | win3 | win4 | win5 | win6 | win7 | win8;
    assign who = who1 | who2 | who3 | who4 | who5 | who6 | who7 | who8;
endmodule
### run.sh
#!/bin/bash
# OpenROAD 26Q1-2900-gdf79404cd8, Yosys 0.63+post, stock flow scripts
make -C /OpenROAD-flow-scripts/flow DESIGN_CONFIG=/design/flow/config.mk WORK_HOME=/design/flow/orfs finish
### config.mk
export PLATFORM = sky130hd
export DESIGN_NAME = tic_tac_toe
export DESIGN_NICKNAME = tic_tac_toe
export VERILOG_FILES = /design/flow/design.v
export SDC_FILE = /design/flow/constraint.sdc
export NUM_CORES = 4
export LEC_CHECK = 1
export CORE_UTILIZATION = 40
### constraint.sdc
current_design tic_tac_toe

set clk_period 3.3
set clk_io_pct 0.2

create_clock -name clk0 -period $clk_period [get_ports {clk}]

set non_clock_inputs [all_inputs -no_clocks]
set_input_delay [expr $clk_period * $clk_io_pct] -clock clk0 $non_clock_inputs
set_output_delay [expr $clk_period * $clk_io_pct] -clock clk0 [all_outputs]
==> out/qor.yml <==
routing:
  dr_wl_met2_mm: 3.46
  routed_wl_mm: 7.67
  first_pass_iters: 4
  drt_iter0_markers: 162
  drtAntennaViolNets: 0
  routedWlPerCell_um: 17.9
  top_layer_used: "met4"
  wl_met1_mm: 3.49
  drc: 0
  vias_per_cell: 5.92
  via_count: 2535
  num_antenna_cells: 0
  wl_met3_um: 585
synthesis:
  mux_area_share_pct: 5.39
  yosys-stat-area_mm2: 0.00276
  aoi_share_pct: 20.2
  ys_sh_simple_pct: 30.1
  synth_area_mm2: 0.00276
  postSynthCellCount: 315
  synth_cell_types: 62
  synthFlopType: "dfrtp_1"
  netlist.area_leader.share_pct: 18.1
  netlist_logic_family_top: "simple AND/OR/NAND/NOR gates"
  edf_count: 0
  synth_adder_area_share_pct: 0
  ys_sh_xor_pct: 0.634
  ys_cells: 315
  yosysTopAreaCell: "dfrtp_1"
  area_leaders: "dfrtp_1 (18%), dfstp_2 (17%), a21oi_1 (3.8%), nor3_1 (3.6%), or3_1 (3.6%)"
  async_reset_ff_share_pct: 92.7
  synth_flops: 41
  syn_area_per_cell_um2: 8.77
  yosysWarningCount: 12
timing:
  untimed_endpoints: 3
  tightest_slew_ps: 723
  slew_headroom_pct: 51.3
  hold_viol: 0
  finClkSkew_ps: 3.65
  fmax_mhz: 313
  slew_violations: 0
  setup_viol: 0
  period_used_pct: 96.8
  setup_tns_ps: 0
  min_period_ps: 3190
  worst_hold_slack_ps: 464
  grt_setup_unrepaired: "no"
  unclocked_regs: 3
outcome:
  status: "finished clean"
job:
  max_cap_violations: 0
  tool_warnings: 25
placed_design:
  dp_cells: 419
  hpwl_mm: 5.60
  portBuffers: 32
  place.gp.congestion: 0.976
clocking:
  hold_buffers: 0
  cts_buffers: 5
  clock.latency.late_pin_ps: 290
  clk_pin_slew_worst_paths_ps: 80
  clockBufferDepth: 2
  clockRootBuffer: "clkbuf_8"
  cts_tree: "done"
  cts.htree.levels: 2
die:
  fp_util_pct: 42.5
  dieArea_mm2: 0.00724
  dieWidth_um: 85.1
  fp.dieH_um: 85.1
  num_rows: 29
  core-area_mm2: 0.00649
  pin_count: 33
cells_and_area:
  area_delta_synth_final_pct: 22.1
  layout_top_cells: "clkdlybuf4s50_1 (26), nor2_1 (24), a21oi_1 (20)"
  finalNonFillerCells: 428
  drive_gt1_share_pct: 23.1
  lay_top_count: "clkdlybuf4s50_1"
  nFillCells: 602
worst_setup_path:
  reg2reg_depth: 9
  cp.arrival_ps: 2530
  start_kind: "primary input"
  crit_fanout: 10
  crit_path_end_kind: "primary output"
  cp.required_ps: 2640
  path_class: "in -> out"
grt:
  grt_remaining_overflow: 0
  antenna_found_initial: 0
  grt_start_max_net_pins: 34
  grt_pass1_vias: 2488
  grt_pass1_wl_mm: 13.0
  track_usage_pct: 23.7
min_path:
  hold_path_class: "reg -> reg"
  hold_depth: 2
power_and_ir_drop:
  powerDensity_mw_per_mm2: 394
  vdd_ir_drop_max_mv: 0.182
  power_leakage_nw: 1.41
power breakdown:
group	internal, mW	switching, mW	leakage [nW]
registers	0.535	0.0885	0.456
clock network	0.225	0.174	0.0504
logic	0.174	0.131	0.901
total	0.934	0.393	1.41
path summary, 6_finish.rpt:
kind | startpoint | to | slack, ps
worst min-delay path | pos_track.pos5[1] | pos_track.pos5[1] | 460
min in group asynchronous | reset | pos_track.place2[1] | 630
max in group asynchronous | reset | pos_track.pos6[1] | 1940
worst max-delay path | p1_pos[2] | illegal_move | 110
worst min register to register | pos_track.pos5[1] | pos_track.pos5[1] | 460
worst max register to register | pos_track.place4[1] | turn_tracker.current_state[0] | 580
metrics by stage:
step	worst slack, ps	total power, mW	util [%]	cell area, µm²
after global routing	9.22	1.41	51.9	3370
final	106	1.33	51.9	3370
after CTS	2.73	1.34	51.7	3360
after detailed placement	-322	0.929	49.4	3210
after global placement	-2.87	0.925	49.4	3210
after floorplan	559	0.788	-	2770
registers in the layout, summed over array words and instances, names as in the netlist:
| register | count |
|---|---|
| pos_track.place2 | 2 |
| pos_track.place7 | 2 |
| pos_track.pos6 | 2 |
| pos_track.place1 | 2 |
| pos_track.place3 | 2 |
| pos_track.pos4 | 2 |
| pos_track.place5 | 2 |
| pos_track.pos0 | 2 |
| turn_tracker.next_state | 2 |
| pos_track.place6 | 2 |
| pos_track.pos2 | 2 |
| turn_tracker.p2_en | 1 |
| pos_track.pos8 | 2 |
| pos_track.place4 | 2 |
| pos_track.pos3 | 2 |
| pos_track.pos5 | 2 |
| pos_track.pos7 | 2 |
| turn_tracker.current_state | 2 |
| pos_track.place8 | 2 |
| pos_track.pos1 | 2 |
| pos_track.place0 | 2 |
timing repair:
item,CTS,global route
gates resized,10,6
pin swaps,3,1
setup buffers,1,0
endpoints found under the setup margin,3,2
worst max-delay path: stages:
cell             delay, ps
clkdlybuf4s50_1        470
buf_4                  160
nor3_2                  50
xnor2_1                200
nor2_2                  90
a21oi_2                200
o2111a_2               290
inv_8                   30
clkdlybuf4s50_1        390
cells in the mapped netlist, types with 6 or more instances:
master and number:
nor2_1 25, a21oi_1 21, dfrtp_1 20, nor3_1 20
clkbuf_1 18, dfstp_2 18, nand2_1 18, nand3_1 17
or3_1 16, a21o_1 10, o21ai_0 10, inv_1 8
mux2_2 7, nor4_1 7, o22ai_1 7, nand2b_1 6
metal layers:
layer  up-vias  GRT usage, %
met3        12          5.13
met4         0          4.78
li1       1229             -
met5         -             0
met1      1198          36.3
met2        96          35.9
area by class of cell:
type | count | area [µm²] | area share [%]
Clock buffer | 5 | 68.8 | 2.04
Timing Repair Buffer | 54 | 509 | 15.1
Sequential cell | 41 | 1020 | 30.3
Multi-Input combinational cell | 239 | 1590 | 47.1
Tap cell | 77 | 96.3 | 2.86
Inverter | 9 | 41.3 | 1.22
Clock inverter | 3 | 45.0 | 1.34
cell families (layout without fill, tap and decap cells):
| group | count (synthesis) | in the layout |
|---|---|---|
| buffers and inverters | 36 | 71 |
| XOR/XNOR | 2 | 2 |
| latches | 3 | 3 |
| multiplexers | 12 | 12 |
| other | 1 | 2 |
| AND-OR/OR-AND | 80 | 80 |
| flip-flops | 38 | 38 |
| AND/OR/NAND/NOR | 143 | 143 |
Power figures rest on the tool's default switching activity, not on a simulated workload.
